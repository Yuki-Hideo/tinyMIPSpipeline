==> design/flow/design.v <==
module mips32(
	input clk, reset,
	output [31:0] pcF,
	input [31:0] instrF,
	output memwriteM,
	output [31:0] aluoutM, writedataM,
	input [31:0] readdataM
);
	wire [5:0] opD, functD;
	wire regdstE, alusrcE, pcsrcD, memtoregE, memtoregM, memtoregW, regwriteE, regwriteM, regwriteW;
	wire [2:0] alucontrolE;
	wire flushE, equalD;
	controller c(
		clk, reset, opD, functD, flushE, equalD,
		memtoregE, memtoregM, memtoregW, memwriteM, pcsrcD, branchD,
		alusrcE, regdstE, regwriteE, regwriteM, regwriteW, jumpE,
		alucontrolE
	);
	datapath dp(
		clk, reset, memtoregE, memtoregM, memtoregW, pcsrcD, branchD,
		alusrcE, regdstE, regwriteE, regwriteM, regwriteW, jumpD,
		alucontrolE,
		equalD, pcF, instrF,
		aluoutM, writedataM, readdataM,
		opD, functD, flushE
	);
endmodule
module controller(
	input clk, reset,
	input [5:0] opD, functD,
	input flushE, equalD,
	output	memtoregE, memtoregM, memtoregW, memwriteM,
	output       pcsrcD, branchD, alusrcE,
	output       regdstE, regwriteE, regwriteM, regwriteW,
	output       jumpD,
	output [2:0] alucontrolEoutput	
);
	wire [1:0] aluopD;
	wire	memtoregD, memwriteD, alusrcD,
			regdstD, regwriteD;
	wire [2:0] alucontrolD;
	wire	memwriteE;
	maindec md(
		opD, memtoregD, memwriteD, branchD,
		alusrcD, regdstD, regwriteD, jumpD,
		aluopD
	);
	aludec	ad(functD, aluopD, alucontrolD);
	assign pcsrcD = branchD & equalD;
	floprc #(8) regE(
		clk, reset, flushE,
		{memtoregD, memwriteD, alusrcD, regdstD, regwriteD, alucontrolD}, 
		{memtoregE, memwriteE, alusrcE, regdstE, regwriteE,  alucontrolE}
	);
	flopr #(3) regM(
		clk, reset, 
		{memtoregE, memwriteE, regwriteE},
		{memtoregM, memwriteM, regwriteM}
	);
	flopr #(2) regW(
		clk, reset,
		{memtoregM, regwriteM}, 
		{memtoregW, regwriteW}
	);
endmodule
module maindec(
	input	[5:0] op,
	output	memtoreg, memwrite,
	output	branch, alusrc,
	output	regdst, regwrite,
	output	jump,
	output	[1:0] aluop
);
	reg [9:0] controls;
	assign {
		regwrite, regdst, alusrc,
		branch, memwrite,
		memtoreg, jump, aluop
	} = controls;
	always @(*) begin
		case(op)
			6'b000000: controls <= 9'b110000010;  
			6'b100011: controls <= 9'b101001000;  
			6'b101011: controls <= 9'b001010000;  
			6'b000100: controls <= 9'b000100001;  
			6'b001000: controls <= 9'b101000000;  
			6'b000010: controls <= 9'b000000100;  
			default:   controls <= 9'bxxxxxxxxx;  
		endcase
	end
endmodule
module aludec(
	input	[5:0] funct,
	input	[1:0] aluop,
	output reg	[2:0] alucontrol
);
	always @(*) begin
		case(aluop)
		2'b00: alucontrol <= 3'b010;   
		2'b01: alucontrol <= 3'b110;   
		default: case(funct)           
			6'b100000: alucontrol <= 3'b010;  
			6'b100010: alucontrol <= 3'b110;  
			6'b100100: alucontrol <= 3'b000;  
			6'b100101: alucontrol <= 3'b001;  
			6'b101010: alucontrol <= 3'b111;  
			default:   alucontrol <= 3'bxxx;  
			endcase
		endcase
	end
endmodule
module datapath(
	input         clk, reset,
	input         memtoregE, memtoregM, memtoregW, 
	input         pcsrcD, branchD,
	input         alusrcE, regdstE,
	input         regwriteE, regwriteM, regwriteW, 
	input         jumpD,
	input  [2:0]  alucontrolE,
	output        equalD,
	output [31:0] pcF,
	input  [31:0] instrF,
	output [31:0] aluoutM, writedataM,
	input  [31:0] readdataM,
	output [5:0]  opD, functD,
	output        flushE
);
	wire        forwardaD, forwardbD;
	wire [1:0]  forwardaE, forwardbE;
	wire        stallF;
	wire [4:0]  rsD, rtD, rdD, rsE, rtE, rdE;
	wire [4:0]  writeregE, writeregM, writeregW;
	wire        flushD;
	wire [31:0] pcnextFD, pcnextbrFD, pcplus4F, pcbranchD;
	wire [31:0] signimmD, signimmE, signimmshD;
	wire [31:0] srcaD, srca2D, srcaE, srca2E;
	wire [31:0] srcbD, srcb2D, srcbE, srcb2E, srcb3E;
	wire [31:0] pcplus4D, instrD;
	wire [31:0] aluoutE, aluoutW;
	wire [31:0] readdataW, resultW;
	hazard h(
		rsD, rtD, rsE, rtE, writeregE, writeregM, writeregW, 
		regwriteE, regwriteM, regwriteW, 
		memtoregE, memtoregM, branchD,
		forwardaD, forwardbD, forwardaE, forwardbE,
		stallF, stallD, flushE
	);
	mux2 #(32) pcbrmux(pcplus4F, pcbranchD, pcsrcD, pcnextbrFD);
	mux2 #(32) pcmux(
		pcnextbrFD,{pcplus4D[31:28], instrD[25:0], 2'b00}, 
        jumpD, pcnextFD
	);
	regfile rf(
		clk, regwriteW, rsD, rtD, writeregW,
		resultW, srcaD, srcbD
	);
	flopenr #(32) pcreg(clk, reset, ~stallF, pcnextFD, pcF);
  	adder       pcadd1(pcF, 32'b100, pcplus4F);
	flopenr #(32) r1D(clk, reset, ~stallD, pcplus4F, pcplus4D);
	flopenrc #(32) r2D(clk, reset, ~stallD, flushD, instrF, instrD);
	signext     se(instrD[15:0], signimmD);
	sl2         immsh(signimmD, signimmshD);
	adder       pcadd2(pcplus4D, signimmshD, pcbranchD);
	mux2 #(32)  forwardadmux(srcaD, aluoutM, forwardaD, srca2D);
	mux2 #(32)  forwardbdmux(srcbD, aluoutM, forwardbD, srcb2D);
	eqcmp       comp(srca2D, srcb2D, equalD);
	assign opD = instrD[31:26];
	assign functD = instrD[5:0];
	assign rsD = instrD[25:21];
	assign rtD = instrD[20:16];
	assign rdD = instrD[15:11];
	assign flushD = pcsrcD | jumpD;
	floprc #(32) r1E(clk, reset, flushE, srcaD, srcaE);
	floprc #(32) r2E(clk, reset, flushE, srcbD, srcbE);
	floprc #(32) r3E(clk, reset, flushE, signimmD, signimmE);
	floprc #(5)  r4E(clk, reset, flushE, rsD, rsE);
	floprc #(5)  r5E(clk, reset, flushE, rtD, rtE);
	floprc #(5)  r6E(clk, reset, flushE, rdD, rdE);
	mux3 #(32)  forwardaemux(srcaE, resultW, aluoutM, forwardaE, srca2E);
	mux3 #(32)  forwardbemux(srcbE, resultW, aluoutM, forwardbE, srcb2E);
	mux2 #(32)  srcbmux(srcb2E, signimmE, alusrcE, srcb3E);
	alu         alu(srca2E, srcb3E, alucontrolE, aluoutE);
	mux2 #(5)   wrmux(rtE, rdE, regdstE, writeregE);
	flopr #(32) r1M(clk, reset, srcb2E, writedataM);
	flopr #(32) r2M(clk, reset, aluoutE, aluoutM);
	flopr #(32) r3M(clk, reset, writeregE, writeregM);
	flopr #(32) r1W(clk, reset, aluoutM, aluoutW);
	flopr #(32) r2W(clk, reset, readdataM, readdataW);
	flopr #(5)  r3W(clk, reset, writeregM, writeregW);
	mux2 #(32)  resmux(aluoutW, readdataW, memtoregW, resultW);
endmodule
module hazard(
	input  [4:0] rsD, rtD, rsE, rtE, 
	input  [4:0] writeregE, writeregM, writeregW,
	input        regwriteE, regwriteM, regwriteW,
	input        memtoregE, memtoregM, branchD,
	output           forwardaD, forwardbD,
	output reg [1:0] forwardaE, forwardbE,
	output       stallF, stallD, flushE
);
	wire lwstallD, branchstallD;
	assign forwardaD = (rsD != 0 & rsD == writeregM & regwriteM);
	assign forwardbD = (rtD != 0 & rtD == writeregM & regwriteM);
	always @(*) begin
		forwardaE = 2'b00; forwardbE = 2'b00;
		if (rsE != 0)
			if (rsE == writeregM & regwriteM) forwardaE = 2'b10;
			else if (rsE == writeregW & regwriteW) forwardaE = 2'b01;
		if (rtE != 0)
			if (rtE == writeregM & regwriteM) forwardbE = 2'b10;
			else if (rtE == writeregW & regwriteW) forwardbE = 2'b01;
	end
	assign #1 lwstallD = memtoregE & (rtE == rsD | rtE == rtD);
	assign #1 branchstallD = branchD & (
		regwriteE & (writeregE == rsD | writeregE == rtD) | 
		memtoregM & (writeregM == rsD | writeregM == rtD)
	);
	assign #1 stallD = lwstallD | branchstallD;
	assign #1 stallF = stallD;  
	assign #1 flushE = stallD;  
endmodule
module alu(
	input	[31:0] a, b,
	input	[2:0] alucont,
	output reg [31:0] result
);
	wire [31:0] b2, sum, slt;
	assign #1 b2 = alucont[2] ? ~b : b;
	assign #1 sum = a + b2 + alucont[2];
	assign #1 slt = sum[31];
	always@(*) begin
		case(alucont[1:0])
			2'b00: result <= #1 a & b;
			2'b01: result <= #1 a | b;
			2'b10: result <= #1 sum;
			2'b11: result <= #1 slt;
		endcase
	end
endmodule
module regfile(
	input	clk, 
	input	we3,
	input	[4:0]	ra1, ra2, wa3,
	input	[31:0]	wd3,
	output	[31:0]	rd1, rd2
);
	reg [31:0] rf[31:0];
	always @(negedge clk) begin
		if (we3) rf[wa3] <= wd3;
	end
	assign #1 rd1 = (ra1 != 0) ? rf[ra1] : 0;
	assign #1 rd2 = (ra2 != 0) ? rf[ra2] : 0;
endmodule
module adder(
	input	[31:0] a, b,
	output	[31:0] y
);
	assign #1 y = a + b;
endmodule
module eqcmp(
	input	[31:0] a, b,
	output	eq
);
	assign #1 eq = (a == b);
endmodule
module sl2(
	input	[31:0] a,
	output	[31:0] y
);
	assign #1 y = {a[29:0], 2'b00};
endmodule
module signext(
	input	[15:0] a,
	output	[31:0] y
);
	assign #1 y = {{16{a[15]}}, a};
endmodule
module flopr #(parameter WIDTH = 8) (
	input	clk, reset,
	input	[WIDTH-1:0] d,
	output reg	[WIDTH-1:0] q
);
	always @(posedge clk, posedge reset) begin
		if (reset) q <= #1 0;  
		else	q <= #1 d;
	end
endmodule	
module floprc #(parameter WIDTH = 8)
              (input                  clk, reset, clear,
               input      [WIDTH-1:0] d, 
               output reg [WIDTH-1:0] q);
  always @(posedge clk, posedge reset)
    if (reset)      q <= #1 0;
    else if (clear) q <= #1 0;
    else            q <= #1 d;
endmodule
module flopenr #(parameter WIDTH = 8)(
	input                  clk, reset,
	input                  en,
	input      [WIDTH-1:0] d, 
	output reg [WIDTH-1:0] q
);
	always @(posedge clk, posedge reset) begin
		if (reset) q <= #1 0;
		else if (en) q <= #1 d;
	end
endmodule
module flopenrc #(parameter WIDTH = 8)(
	input                  clk, reset,
	input                  en, clear,
	input      [WIDTH-1:0] d, 
	output reg [WIDTH-1:0] q
);
	always @(posedge clk, posedge reset) begin
		if (reset) q <= #1 0;
		else if (clear) q <= #1 0;
		else if (en) q <= #1 d;
	end
endmodule
module mux2 #(parameter WIDTH = 8) (
	input	[WIDTH-1:0] d0, d1,
	input	s,
	output	[WIDTH-1:0] y
);
	assign #1 y = s ? d1 : d0;
endmodule
module mux3 #(parameter WIDTH = 8) (
	input	[WIDTH-1:0] d0, d1, d2,
	input	[1:0] s,
	output	[WIDTH-1:0] y
);
	assign #1 y = s[1] ? d2 : (s[0] ? d1 : d0);
endmodule
==> design/flow/run.sh <==
#!/bin/bash
# OpenROAD 26Q1-2900-gdf79404cd8, Yosys 0.63+post, stock flow scripts
make -C /OpenROAD-flow-scripts/flow DESIGN_CONFIG=/design/flow/config.mk WORK_HOME=/design/flow/orfs finish
==> design/flow/config.mk <==
export PLATFORM = sky130hd
export DESIGN_NAME = mips32
export DESIGN_NICKNAME = mips32
export VERILOG_FILES = /design/flow/design.v
export SDC_FILE = /design/flow/constraint.sdc
export NUM_CORES = 4
export LEC_CHECK = 1
export CORE_UTILIZATION = 30
==> design/flow/constraint.sdc <==
current_design mips32

set clk_period 6.8
set clk_io_pct 0.2

create_clock -name clk0 -period $clk_period [get_ports {clk}]

set non_clock_inputs [all_inputs -no_clocks]
set_input_delay [expr $clk_period * $clk_io_pct] -clock clk0 $non_clock_inputs
set_output_delay [expr $clk_period * $clk_io_pct] -clock clk0 [all_outputs]
==> impl_metrics.yaml <==
# yosys + openroad results
place:
  gp_congestion: 0.725
  dp.cells: 291
  dp_hpwl_mm: 2.08
  port_buffers: 32
  place_area_um2: 2040
cells_and_area:
  drive_gt1_share_pct: 6.25
  final_util_pct: 35.7
  fillers: 595
  syn_to_final_growth_pct: 14.0
  final_cell_count_no_fill: 299
  final_area_um2: 2140
die:
  die_h_um: 81.0
  die_w_um: 81.0
  fp-utilization_pct: 31.3
  die_area_um2: 6570
  core_um2: 5990
  io_pins: 163
  core.rowCount: 28
setup_path:
  path_buffers: 1
  r2r_cells: 5
  crit_slowest_cell: "clkdlybuf4s50_1"
  regToRegEndpoint: "dp.pcreg.q[16]"
  cp_max_fo: 6
  path_class: "reg2out"
  r2r-start: "dp.pcreg.q[2]"
  critical_path_required_ps: 5440
  arrival_ps: 1290
  cp-startpoint: "dp.pcreg.q[14]"
  start_kind: "flip-flop"
  r2r_slack_ps: 5070
  end_kind: "output port"
  path_delay_family: "buffers and inverters"
  cp_slowest_stage_delay_ps: 520
  worst-path-stages: 1
  setup.worst_path.end: "pcF[14]"
  cp_cell_sequence: "clkdlybuf4s50_1"
synth:
  ff_type: "dfrtp_1"
  synth_cell_types: 20
  synthArstFlopShare_pct: 100
  yosysTopAreaCellShare_pct: 42.7
  synthesis.area_um2: 1870
  yosys-top-cells-area: "dfrtp_1 43%, buf_4 26%, xnor2_1 9.3%"
  top_cells_by_count: "66 x buf_4, 32 x dfrtp_1, 20 x xnor2_1"
  yosys.area.top_type: "dfrtp_1"
  yosys_warnings: 26
  synth_seq_share_pct: 42.7
  syn_avg_cell_area_um2: 10.2
  yosysCellCount: 184
  syn_inst: 184
  synth_flops: 32
  most_common_cell: "buf_4"
  edf_count: 0
  yosysChipArea_um2: 1870
route:
  drt_pass1_iterations: 4
  via_count: 1162
  ant_nets: 0
  wl_per_cell_um: 9.58
  remaining_drc_errors: 0
  num_antenna_cells: 0
  wirelength_mm: 2.87
  vias_per_cell: 3.89
  drt-initial-drc-count: 30
global_route:
  grt_pass1_vias: 988
  grt_start_max_net_pins: 33
  grt_first_pass_wirelength_mm: 4.73
  antenna_found_initial: 0
  globalRoute.totalOverflow: 0
  grt_use_total_pct: 9.38
sta:
  drv_slew: 0
  rsz0062_at_grt: "no"
  worst_slew_pin_slew_ps: 642
  fin_crit_ps: 2650
  setup_viol: 0
  hold_violations: 0
  slew_headroom_pct: 56.9
  fin_skew_ps: 6.50
  post-route-period-util_pct: 38.9
  setup_tns_ps: 0
  fmax_mhz: 378
clock_network:
  numCtsBuffers: 5
  post_cts_resized: 0
  cts-root-buf: "clkbuf_8"
  postCtsHoldBufs: 0
  post_cts_buffers: 0
  cts_buffer_depth: 2
  path_clk_slew_ps: 60
  h-tree-depth: 2
  cts_tree: "built"
  clk_latency_ps: 280
  cts_num_sinks: 32
hold_path:
  hold_class: "reg2reg"
  hp-start: "c.regE.q[3]"
job:
  maxCapViolCount: 0
  tool_warnings: 89
power_and_ir_drop:
  irDropWorstVdd_mv: 0.0772
  power_density_nw_per_um2: 162
  power.leakage_nw: 1.04
run_status:
  status: "finished clean"
## area by class of cell
class	count	area (µm²)	area share, %
clock buffers	6	82.6	3.86
multi-input cells	145	800	37.4
clock inverters	2	10.0	0.468
inverters	6	22.5	1.05
flip-flops and latches	32	801	37.5
well taps	75	93.8	4.39
repair buffers	33	328	15.3
## kinds of logic (layout without fill, tap and decap cells)
kind of cell               Yosys count  in the layout  synth area share [%]
other                                2             67                 0.401
DFF                                 32             32                  42.7
adders and majority gates            1              1                 0.667
buffers and inverters               72             47                  27.6
and+or+nand+nor                     49             49                  15.5
xor gates and xnor gates            28             28                  13.1
## registers in the layout, indices dropped and copies added, names as in the netlist
name,cells
c.regE.q,1
c.regM.q,1
dp.pcreg.q,30
## worst min-delay path by stage
stage,to,depth (start not counted)
final,c.regM.q[0],0
after global routing,c.regM.q[0],0
after CTS,c.regM.q[0],0
## power breakdown
group,internal (W),switching [W]
registers,0.000191,0.000000121
logic,0.00000139,0.00000450
clock network,0.0000806,0.0000681
total,0.000273,0.0000728
## layout by cell type (no fill, tap or decap), types with 2 or more instances in the layout
master / synthesis / final
inv_1: 6 / 6
dfrtp_1: 32 / 32
nand3_1: 14 / 14
nand2_1: 9 / 9
nor2_1: 7 / 7
nor4_1: 2 / 2
xnor2_1: 20 / 20
xor2_1: 8 / 8
nor3_1: 3 / 3
clkdlybuf4s50_1: 0 / 32
clkinv_2: 0 / 2
conb_1: 2 / 67
clkbuf_8: 0 / 6
nand4_1: 7 / 7
## layer usage
layer,track usage [%],part of all wire [%]
met4,1.96,2.6
met3,2.17,8.8
met2,14.3,44
met5,0,0
met1,13.8,45
## through the flow
step	hold slack, ps	total power [W]	setup WS (ps)
finish	348	0.000346	4150
global placement	333	0.000201	4450
floorplan	331	0.000224	4750
CTS	349	0.000351	4130
detailed placement	335	0.000201	4440
global route	362	0.000362	4090
Power and IR drop assume default switching activity.
